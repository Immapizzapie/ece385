**flow/config.mk**
```make
export PLATFORM = sky130hd
export DESIGN_NAME = entitySelector
export DESIGN_NICKNAME = entitySelector
export VERILOG_FILES = /design/flow/design.v
export SDC_FILE = /design/flow/constraint.sdc
export NUM_CORES = 4
export LEC_CHECK = 1
export CORE_AREA = 10 10 155 155
export DIE_AREA = 0 0 165 165
```
**flow/constraint.sdc**
```tcl
current_design entitySelector

set clk_period 4.7
set clk_io_pct 0.2

create_clock -name clk0 -period $clk_period

set non_clock_inputs [all_inputs -no_clocks]
set_input_delay [expr $clk_period * $clk_io_pct] -clock clk0 $non_clock_inputs
set_output_delay [expr $clk_period * $clk_io_pct] -clock clk0 [all_outputs]
```
**flow/design.v**
```verilog
module entitySelector (
  input is_maze,
  input [9:0] mazeX, mazeY,
  input is_pacman,
  input [1:0] pacmanDir,
  input [9:0] pacmanX, pacmanY,
  input is_blinky,
  input [1:0] blinkyDir,
  input [9:0] blinkyX, blinkyY,
  input is_pinky,
  input [1:0] pinkyDir,
  input [9:0] pinkyX, pinkyY,
  input is_inky,
  input [1:0] inkyDir,
  input [9:0] inkyX, inkyY,
  input is_clyde,
  input [1:0] clydeDir,
  input [9:0] clydeX, clydeY,
  input is_pellet,
  input [9:0] DrawX, DrawY,
  input is_cherry,
  input [9:0] cherryX, cherryY,
  input is_ones,
  input [9:0] onesX, onesY,
  input is_tens,
  input [9:0] tensX, tensY,
  input is_hunds,
  input [9:0] hundsX, hundsY,
  input is_thous,
  input [9:0] thousX, thousY,
  input is_tenthous,
  input [9:0] tenthousX, tenthousY,
  output logic [6:0] entity,
  output logic [1:0] entityDir,
  output logic [9:0] entityX,
  output logic [9:0] entityY,
  output logic lose_game_in
);
  always_comb
    begin
      if (is_pacman)
  			begin
          entity = 7'b0000001;
          entityX = pacmanX;
          entityY = pacmanY;
          entityDir = pacmanDir;
  			end
      else if (is_blinky)
        begin
          entity = 7'b0000011;
          entityX = blinkyX;
          entityY = blinkyY;
          entityDir = blinkyDir;
        end
      else if (is_pinky)
        begin
          entity = 7'b0000100;
          entityX = pinkyX;
          entityY = pinkyY;
          entityDir = pinkyDir;
        end
      else if (is_inky)
        begin
          entity = 7'b0000101;
          entityX = inkyX;
          entityY = inkyY;
          entityDir = inkyDir;
        end
      else if (is_clyde)
        begin
          entity = 7'b0000110;
          entityX = clydeX;
          entityY = clydeY;
          entityDir = clydeDir;
        end
      else if (is_pellet)
        begin
          entity = 7'b0000111;
          entityX = 0;
          entityY = 0;
          entityDir = 0;
        end
      else if (is_cherry)
        begin
          entity = 7'b0001111;
          entityX = cherryX;
          entityY = cherryY;
          entityDir = 0;
        end
      else if (is_maze)
        begin
          entity = 7'b0000010;
          entityX = mazeX;
          entityY = mazeY;
          entityDir = 0;
        end
      else if (is_ones)
        begin
          entity = 7'b0001000;
          entityX = onesX;
          entityY = onesY;
          entityDir = 0;
        end
      else if (is_tens)
        begin
          entity = 7'b0001001;
          entityX = tensX;
          entityY = tensY;
          entityDir = 0;
        end
      else if (is_hunds)
        begin
          entity = 7'b0001010;
          entityX = hundsX;
          entityY = hundsY;
          entityDir = 0;
        end
      else if (is_thous)
        begin
          entity = 7'b0001011;
          entityX = thousX;
          entityY = thousY;
          entityDir = 0;
        end
      else if (is_tenthous)
        begin
          entity = 7'b0001100;
          entityX = tenthousX;
          entityY = tenthousY;
          entityDir = 0;
        end
      else
        begin
          entity = 7'b0000000;
          entityX = 0;
          entityY = 0;
          entityDir = 0;
        end
      if(is_pacman && (is_blinky||is_pinky||is_inky||is_clyde))
        lose_game_in = 1'b1;
      else
        lose_game_in = 1'b0;
    end
endmodule
```
**flow/run.sh**
```bash
#!/bin/bash
# OpenROAD 26Q1-2900-gdf79404cd8, Yosys 0.63+post, stock flow scripts
make -C /OpenROAD-flow-scripts/flow DESIGN_CONFIG=/design/flow/config.mk WORK_HOME=/design/flow/orfs finish
```
==> impl_results.rst <==
Physical design figures
=======================

.. list-table::
   :header-rows: 1

   * - Metric
     - Value
   * - Length of the first detailed-routing pass in iterations
     - 4
   * - Cts hold-fix bufs
     - 0
   * - Critical path peak fanout
     - 11
   * - Clock buffer cells
     - 0
   * - Resized Gates After CTS
     - 0
   * - Lkg Pwr
     - 2.16 nW
   * - First-pass GRT wire length
     - 29.3 mm
   * - Worst Setup Slack, final
     - 270 ps
   * - Internal Power
     - 304 uW
   * - Aggregate negative setup slack
     - 0 ps
   * - Normalized max-slew margin
     - 52.3%
   * - Number of standard cells after synthesis
     - 470
   * - Most common cell after layout, fill and taps aside
     - sky130_fd_sc_hd__clkdlybuf4s50_1
   * - Switching share of total power
     - 36.2%
   * - Sequential fraction of design power
     - 0%
   * - Pin count of the biggest net entering global routing
     - 44
   * - Critical Setup Path Class
     - input pin to output port
   * - Average cell area after synthesis
     - 5.72 um^2
   * - Logic family by area
     - simple AND/OR/NAND/NOR gates
   * - Total count of max-transition violations in the final report
     - 0
   * - Count of boundary I/O pins
     - 313
   * - Ys Warns
     - 1
   * - Post-place setup slack
     - 302 ps
   * - CP Launch Type
     - input pin
   * - Average detailed-routed wire length per instance
     - 20.7 um
   * - Distinct cells, synth
     - 32
   * - Total number of warnings across the stage logs
     - 52
   * - Pwr Density
     - 80.8 mW/mm^2
   * - Storage cell area
     - 0 um^2
   * - Total setup buffers inserted after CTS
     - 0
   * - Final-report hold violation count
     - 0
   * - Run status
     - complete, no violations
   * - AND/OR/NAND/NOR Cells, Area Fraction
     - 51.9%
   * - Total half-perimeter wirelength after legalization and detailed placement
     - 18.0 mm
   * - Type of the most critical hold path
     - input pin to output port
   * - Final RePlAce weighted congestion
     - 0.886
   * - Mux cell area share
     - 0%
   * - Initial antenna violation count
     - 3
   * - Fmax
     - 0.226 GHz
   * - Via count
     - 4,364
   * - Vias per Instance
     - 4.33
   * - Number of cells in Yosys stat
     - 470
   * - # DRC
     - 0
   * - Floorplan core area
     - 0.0204 mm^2
   * - Height of the chip
     - 165 um
   * - Synth Area in Adders
     - 0%
   * - # port buffers
     - 290
   * - Routed wire length
     - 20.8 mm
   * - Clock share of power
     - 0%
   * - Endpoint class of the critical path
     - output port
   * - Combinational power share
     - 100.0%
   * - Max rail drop VDD
     - 36.2 uV
   * - Fraction of layout cells with a size suffix above 1
     - 4.21%
   * - Worst Hold Launch
     - is_pacman
   * - Time the worst path needs with I/O delays and setup
     - 4430 ps
   * - Complex-gate fraction of the synthesized area
     - 33.1%
   * - DRC violation total after the first TritonRoute iteration
     - 203
   * - Most common logic cells in the final layout
     - sky130_fd_sc_hd__clkdlybuf4s50_1 (287), sky130_fd_sc_hd__nand2_1 (80), sky130_fd_sc_hd__nor2_1 (47)
   * - Arrival time at the worst endpoint
     - 3490 ps
   * - P_sw
     - 172 uW
   * - Cell row count
     - 52
   * - Post-layout period usage of the worst path
     - 94.2%
   * - Layout overhead on the synthesized area
     - 120%
   * - WP data required
     - 3760 ps
   * - Flip-flops
     - 0
   * - Final ANT Viol Nets
     - 0
   * - Yosys synthesis chip area
     - 0.00269 mm^2
   * - GRT Total Usage
     - 14.4%
   * - XOR Share, Synth
     - 0%
   * - Number of cells on the worst hold path
     - 4
   * - Cell Area, Synth
     - 0.00269 mm^2
   * - Width of the die
     - 165 um
   * - Via count of the first global-routing pass
     - 4,467
   * - Max-cap viol count
     - 0
   * - Min-Delay Endpoint
     - entityY[2]
   * - Starting Density
     - 13.2%
   * - Seq share, synth
     - 0%
   * - RSZ-0062 raised after global routing
     - no
   * - Final number of setup-violating endpoints
     - 0
   * - Worst-margin pin slew
     - 715 ps
   * - Chip area
     - 0.0272 mm^2
   * - Remaining global-route overflow
     - 0
routing by layer:
metal | vias to the layer above | GRT usage, % | part of all wire, %
met4 | 0 | 0.886 | 0.45
met3 | 6 | 2.63 | 6.5
li1 | 2262 | - | -
met5 | - | 0 | 0
met1 | 1951 | 19.7 | 44
met2 | 145 | 24.0 | 49
worst max path at each step:
stage / startpoint / end / slack [ps] / cells past startpoint
finish: is_inky / entityY[5] / 270 / 7
CTS: is_inky / entityY[5] / 280 / 7
global route: is_inky / entityY[7] / 140 / 7
power groups by stage:
stage        Clock, mW  Combinational, mW  Sequential (mW)
4_1_cts              0              0.481                0
5_1_grt   0.0000000285              0.518                0
6_report  0.0000000570              0.477                0
through the flow:
step                cell area (um^2)  power [mW]  hold slack, ps  utilization [%]  std cells
finish                          5900       0.477            2780             28.9       1008
global placement                5900       0.478            2790             28.9       1006
global route                    5900       0.518            2840             28.9       1007
floorplan                       2700       0.149            1950                -        472
CTS                             5900       0.481            2790             28.9       1006
detailed placement              5900       0.478            2790             28.9       1006
worst max-delay path, cell delays in order:
cell and delay, ps:
sky130_fd_sc_hd__clkdlybuf4s50_1 570, sky130_fd_sc_hd__nor2b_2 520, sky130_fd_sc_hd__buf_4 250, sky130_fd_sc_hd__a221oi_1 70
sky130_fd_sc_hd__or4_1 520, sky130_fd_sc_hd__nand4_1 120, sky130_fd_sc_hd__clkdlybuf4s50_1 490
cell usage after synthesis:
library cell	number	area share [%]
sky130_fd_sc_hd__nand2_1	80	11
sky130_fd_sc_hd__nor2_1	47	6.6
sky130_fd_sc_hd__inv_1	43	6.0
sky130_fd_sc_hd__nor2b_1	43	10
sky130_fd_sc_hd__a221oi_1	40	13
sky130_fd_sc_hd__clkbuf_1	35	4.9
sky130_fd_sc_hd__a21oi_1	26	4.8
sky130_fd_sc_hd__o211ai_1	22	6.1
sky130_fd_sc_hd__a2111oi_0	20	6.5
sky130_fd_sc_hd__nand3b_1	20	5.6
sky130_fd_sc_hd__nand4_1	20	4.7
sky130_fd_sc_hd__nor3b_1	20	5.6
sky130_fd_sc_hd__or4_1	20	5.6
sky130_fd_sc_hd__buf_2	9	1.7
sky130_fd_sc_hd__buf_4	3	0.84
sky130_fd_sc_hd__buf_6	3	1.3
sky130_fd_sc_hd__a221o_1	2	0.74
sky130_fd_sc_hd__nand2b_1	2	0.47
sky130_fd_sc_hd__nor4_1	2	0.47
sky130_fd_sc_hd__a2111o_1	1	0.42
sky130_fd_sc_hd__a211oi_1	1	0.28
sky130_fd_sc_hd__a311oi_1	1	0.33
sky130_fd_sc_hd__buf_1	1	0.14
sky130_fd_sc_hd__conb_1	1	0.14
sky130_fd_sc_hd__nor2b_2	1	0.33
sky130_fd_sc_hd__nor3_1	1	0.19
sky130_fd_sc_hd__nor3b_4	1	0.70
sky130_fd_sc_hd__o21ai_1	1	0.19
sky130_fd_sc_hd__o311ai_1	1	0.33
sky130_fd_sc_hd__o31a_1	1	0.33
sky130_fd_sc_hd__or2_1	1	0.23
sky130_fd_sc_hd__or4_4	1	0.42
area by class of cell:
| type | instances | area [um^2] |
|---|---|---|
| diodes | 2 | 5.00 |
| fillers | 2294 | 14500 |
| inverters | 43 | 161 |
| multi-input cells | 378 | 2300 |
| well taps | 270 | 338 |
| repair buffers | 315 | 3100 |
cell families (layout without fill, tap and decap cells):
family                 count (synthesis)  count (layout)
AOI/OAI and AO/OA                    116             116
buffers and inverters                 94             358
and+or+nand+nor                      259             259
other                                  1               5
Power and IR drop assume default switching activity.

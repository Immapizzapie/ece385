File: design/flow/design.v
module ball ( input Clk,                 
                    Reset,               
                    frame_clk,           
      input [9:0]   DrawX, DrawY,        
      input [7:0]   keycode,             
output logic [6:0]  is_pacman,           
output logic [5:0]  spriteAddrX,         
output logic [5:0]  spriteAddrY,         
output logic [1:0]  dir                  
              );
  parameter [9:0] pacman_X_start = 10'd320;    
  parameter [9:0] pacman_Y_start = 10'd240;    
  parameter [9:0] pacman_X_Min = 10'd0;        
  parameter [9:0] pacman_X_Max = 10'd639;      
  parameter [9:0] pacman_Y_Min = 10'd0;        
  parameter [9:0] pacman_Y_Max = 10'd479;      
  parameter [9:0] pacman_X_Step = 10'd1;       
  parameter [9:0] pacman_Y_Step = 10'd1;       
  parameter [9:0] pacman_Size = 10'd33;        
  logic [9:0] pacman_X_Pos, pacman_X_Motion, pacman_Y_Pos, pacman_Y_Motion;
  logic [9:0] pacman_X_Pos_in, pacman_X_Motion_in, pacman_Y_Pos_in, pacman_Y_Motion_in;
  logic [1:0] curDir, nextDir;
  assign dir = curDir;
  logic frame_clk_delayed, frame_clk_rising_edge;
  always_ff @ (posedge Clk) begin
    frame_clk_delayed <= frame_clk;
    frame_clk_rising_edge <= (frame_clk == 1'b1) && (frame_clk_delayed == 1'b0);
  end
  always_ff @ (posedge Clk) begin
    if (Reset) begin
      pacman_X_Pos <= pacman_X_start;
      pacman_Y_Pos <= pacman_Y_start;
      pacman_X_Motion <= 10'd0;
      pacman_Y_Motion <= 10'd0;
		curDir <= 0;
    end
    else begin
      pacman_X_Pos <= pacman_X_Pos_in;
      pacman_Y_Pos <= pacman_Y_Pos_in;
      pacman_X_Motion <= pacman_X_Motion_in;
      pacman_Y_Motion <= pacman_Y_Motion_in;
		curDir <= nextDir;
    end
  end
  always_comb begin
    pacman_X_Pos_in = pacman_X_Pos;
    pacman_Y_Pos_in = pacman_Y_Pos;
    pacman_X_Motion_in = pacman_X_Motion;
    pacman_Y_Motion_in = pacman_Y_Motion;
    nextDir = curDir;
    if (frame_clk_rising_edge) begin
      unique case (keycode)
        8'h1a:  
          begin
            pacman_Y_Motion_in = (~(pacman_Y_Step) + 1'b1);
            pacman_X_Motion_in = 0;
            nextDir = 0;
          end
        8'h04:  
          begin
            pacman_X_Motion_in = (~(pacman_X_Step) + 1'b1);
            pacman_Y_Motion_in = 0;
            nextDir = 1;
          end
        8'h16:  
          begin
            pacman_Y_Motion_in = pacman_Y_Step;
            pacman_X_Motion_in = 0;
            nextDir = 2;
          end
        8'h07:  
          begin
            pacman_X_Motion_in = pacman_X_Step;
            pacman_Y_Motion_in = 0;
            nextDir = 3;
          end
        default:
          begin
            pacman_X_Motion_in = pacman_X_Motion;
            pacman_Y_Motion_in = pacman_Y_Motion;
				nextDir = curDir;
          end
      endcase
    if( pacman_Y_Pos + pacman_Size >= pacman_Y_Max && pacman_Y_Motion_in == pacman_Y_Step)   
      begin
        pacman_Y_Motion_in = 0;
        pacman_Y_Pos_in = pacman_Y_Max - pacman_Size;
        pacman_X_Pos_in = pacman_X_Pos + pacman_X_Motion;
      end
    else if ( pacman_Y_Pos <= pacman_Y_Min && pacman_Y_Motion_in > pacman_Y_Step)   
      begin
        pacman_Y_Motion_in = 0;
        pacman_Y_Pos_in = pacman_Y_Min;
        pacman_X_Pos_in = pacman_X_Pos + pacman_X_Motion;
      end
    else if( pacman_X_Pos + pacman_Size >= pacman_X_Max && pacman_X_Motion_in == pacman_X_Step)   
      begin
        pacman_X_Motion_in = 0;
        pacman_X_Pos_in = pacman_X_Max - pacman_Size;
        pacman_Y_Pos_in = pacman_Y_Pos + pacman_Y_Motion;
      end
    else if ( pacman_X_Pos <= pacman_X_Min && pacman_X_Motion_in > pacman_X_Step)   
      begin
        pacman_X_Motion_in = 0;
        pacman_X_Pos_in = pacman_X_Min;
        pacman_Y_Pos_in = pacman_Y_Pos + pacman_Y_Motion;
      end
    else
      begin
        pacman_X_Pos_in = pacman_X_Pos + pacman_X_Motion;
        pacman_Y_Pos_in = pacman_Y_Pos + pacman_Y_Motion;
      end
    end
  end
always_comb begin
  is_pacman = 1'b0;
  spriteAddrX = 1'b0;
  spriteAddrY = 1'b0;
  if (DrawX >= pacman_X_Pos && DrawX <= pacman_X_Pos + pacman_Size)
    begin
    if (DrawY >= pacman_Y_Pos && DrawY <= pacman_Y_Pos + pacman_Size)
      begin
        is_pacman = 1'b0000001;
        spriteAddrX = DrawX - pacman_X_Pos;
        spriteAddrY = DrawY - pacman_Y_Pos;
      end
    end
end
endmodule
File: design/flow/run.sh
#!/bin/bash
# OpenROAD 26Q1-2900-gdf79404cd8, Yosys 0.63+post, stock flow scripts
make -C /OpenROAD-flow-scripts/flow DESIGN_CONFIG=/design/flow/config.mk WORK_HOME=/design/flow/orfs finish
File: design/flow/config.mk
export PLATFORM = sky130hd
export DESIGN_NAME = ball
export DESIGN_NICKNAME = ball
export VERILOG_FILES = /design/flow/design.v
export SDC_FILE = /design/flow/constraint.sdc
export NUM_CORES = 4
export LEC_CHECK = 1
export CORE_UTILIZATION = 50
File: design/flow/constraint.sdc
current_design ball

set clk_period 6.3
set clk_io_pct 0.2

create_clock -name clk0 -period $clk_period [get_ports {Clk}]

set non_clock_inputs [all_inputs -no_clocks]
set_input_delay [expr $clk_period * $clk_io_pct] -clock clk0 $non_clock_inputs
set_output_delay [expr $clk_period * $clk_io_pct] -clock clk0 [all_outputs]
==> impl_metrics.json <==
{
  "status": "complete, no violations",
  "die-height_um": 95.25,
  "clkSinkCount": 44,
  "dr.pass1.iters": 4,
  "maxSlewHeadroom_pct": 53.00,
  "yosysChipArea_mm2": 0.004348,
  "synthTopLogicFamily": "AND-OR/OR-AND gates",
  "via_per_inst": 5.572,
  "rsz0062_at_grt": "no",
  "start_kind": "input pin",
  "cts_tree": "built",
  "timing.fmax_ghz": 0.1794,
  "p_comb_share_pct": 26.6,
  "core_area_mm2": 0.008299,
  "hold_viol": 0,
  "fin_tns_setup_ns": 0,
  "dpl.cell_count": 677,
  "syn_inst": 543,
  "post-route-drc-count": 0,
  "setup.worst_path.class": "in2out",
  "ys_cells": 543,
  "grt_pass1_wl_mm": 16.09,
  "worst_clock_skew_ns": 0.005241,
  "dieArea_mm2": 0.009073,
  "first_global_vias": 3490,
  "crit_path_end_kind": "output port",
  "ys.flop_type": "dfxtp_1",
  "cts_resized": 0,
  "cts_root_buffer": "clkbuf_8",
  "worstMarginPinSlew_ns": 0.7003,
  "setup_ws_ns": 0.7246,
  "leakage_nw": 2.114,
  "layout.area.comb_mm2": 0.003207,
  "crit_arrival_ns": 4.32,
  "maxSlewViolCount": 0,
  "ys_sh_adder_pct": 20.26,
  "gr-total-overflow": 0,
  "simple_gate_area_share_pct": 19.37,
  "die_w_um": 95.25,
  "hold_path.class": "reg2reg",
  "drtIter0Drc": 126,
  "synth.top_cell.area_share_pct": 20.26,
  "grtUsageTotal_pct": 22.63,
  "internal_power_mw": 0.4593,
  "place_ws_ns": 0.6995,
  "ys_ff": 44,
  "globalplace.congestion": 0.8567,
  "place_area_mm2": 0.004850,
  "syn_area_mm2": 0.004348,
  "fin_area_mm2": 0.004942,
  "muxShareOfSynthArea_pct": 0.4892,
  "fp_util_pct": 52.39,
  "synth.distinct_cells": 65,
  "final_antenna_net_count": 0,
  "pin_count": 52,
  "common_cells": "64 x ha_1, 50 x nor2_1, 49 x a21oi_1",
  "final_util_pct": 59.55,
  "dp_hpwl_mm": 7.430,
  "fin_cells": 685,
  "cp.required_ns": 5.04,
  "critPathMaxFanout": 9,
  "p_seq_share_pct": 45.9,
  "power_frac_clock_pct": 27.5,
  "yosysWarningCount": 1,
  "cap_violations": 0,
  "io_buffers": 45,
  "clkLatencyLatePin_ns": 0.29,
  "compound_area_share_pct": 24.86,
  "antenna_found_initial": 0,
  "n_fill_cell": 735,
  "wl_per_cell_um": 13.79,
  "clk_pin_slew_ns": 0.08,
  "cts_setup_buffers": 0,
  "syn_to_final_growth_pct": 13.67,
  "n_antenna_cell": 0,
  "synth-edff-count": 0,
  "netSwitchingFraction_pct": 29.46,
  "seqCellArea_um2": 880.8,
  "yosysTopAreaCell": "dfxtp_1",
  "drt_wl_total_mm": 9.445,
  "tool_warnings": 32,
  "syn_avg_cell_area_um2": 8.007,
  "synthArstFlopShare_pct": 0,
  "rows": 33,
  "p_switching_mw": 0.1918,
  "period_used_pct": 88.50,
  "cts_hold_buf": 0,
  "vias": 3817,
  "grt_max_degree": 43,
  "htreeDepth": 2,
  "peakVddDrop_v": 0.0001389,
  "ys_sh_xor_pct": 8.259,
  "synth_top_cell_by_count": "ha_1",
  "cts_buffers": 5,
  "fin_crit_ns": 5.575,
  "topCellsByArea": "dfxtp_1 20%, ha_1 18%, xnor2_1 6.2%",
  "postSynthSeqShare_pct": 20.26,
  "powerDensity_mw_per_mm2": 131.7,
  "cts_buffer_depth": 2,
  "layout-drive-gt1-share_pct": 6.207,
  "finalSetupViolations": 0
}
-- final timing paths --
path	slack [ns]	to	from	cells past startpoint
worst max-delay path	0.72	spriteAddrX[1]	DrawX[0]	15
worst min-delay path	0.39	frame_clk_rising_edge	frame_clk_delayed	1
worst max register to register	3.33	pacman_Y_Motion[4]	pacman_Y_Pos[1]	9
worst min register to register	0.39	frame_clk_rising_edge	frame_clk_delayed	1
-- per-layer routing --
layer | routed length [um] | vias up | global-route usage (%) | share of wire (%)
met5 | 0 | - | 0 | 0
li1 | - | 2022 | - | -
met3 | 343 | 7 | 2.758 | 3.6
met4 | 97 | 0 | 2.020 | 1.0
met2 | 4016 | 66 | 36.19 | 43
met1 | 4988 | 1722 | 34.55 | 53
-- cells by family (layout without fill, tap and decap cells) --
kind of cell | count (synthesis) | count (layout)
flops | 44 | 44
mux | 2 | 2
other cells | 1 | 6
compound gates | 151 | 151
fa+ha+maj | 68 | 68
buf+inv | 66 | 98
xor+xnor | 41 | 41
simple gates | 170 | 170
-- power groups by stage --
stage / Combinational (mW) / Sequential [mW] / Clock [mW]
after CTS: 0.174 / 0.299 / 0.185
final: 0.173 / 0.299 / 0.179
after global routing: 0.197 / 0.301 / 0.198
-- cell type report --
type | instances | share of cell area, %
Timing Repair Buffer | 48 | 9.570
Clock inverter | 2 | 0.2025
Inverter | 42 | 3.190
Multi-Input combinational cell | 438 | 64.89
Tap cell | 105 | 2.658
Clock buffer | 6 | 1.671
Sequential cell | 44 | 17.82
-- cells in the final DEF, fill, tap and decap left out, types with 4 or more instances in the layout --
cell and n:
nand4_1 7, ha_1 64, a311oi_1 5, conb_1 6
or2_2 5, clkbuf_8 6, nand2_1 44, inv_1 39
a21oi_1 49, o211ai_1 6, nand3_1 10, xnor2_1 31
or3_1 4, nor2_1 50, o21a_1 5, a21o_1 23
clkdlybuf4s50_1 45, nor3_1 19, a221oi_2 4, fa_1 4
a31oi_1 12, and2_1 7, dfxtp_1 44, xor2_1 10
nor4_1 4, o21ai_0 12
-- metrics by stage --
step / power, mW / hold WS (ns)
floorplan: 0.4223 / 0.3674
global placement: 0.4766 / 0.3739
detailed placement: 0.4782 / 0.3766
CTS: 0.6578 / 0.3945
global route: 0.6964 / 0.4181
finish: 0.6511 / 0.3927
-- worst max-delay path, stage by stage --
cell and delay [ns]:
clkdlybuf4s50_1 0.40, inv_1 0.07, ha_1 0.14, inv_1 0.06, fa_1 0.39, a21oi_1 0.17, o211ai_1 0.10, a21o_1 0.18
a211oi_1 0.23, o21ai_0 0.14, a21o_1 0.17, nand3_1 0.30, inv_1 0.14, and2_1 0.18, clkdlybuf4s50_1 0.39
-- flip-flops by register name (all words and copies together) (netlist names) --
register	cells
pacman_Y_Pos	10
pacman_X_Motion	10
pacman_X_Pos	10
frame_clk_rising_edge	1
curDir	2
frame_clk_delayed	1
pacman_Y_Motion	10
Power and IR drop assume default switching activity.

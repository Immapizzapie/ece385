$ cat design.v
module score ( input Clk,                 
                    Reset,               
                    frame_clk,           
       input [9:0]  DrawX, DrawY,        
       input [3:0] place,
output logic is_score,           
output logic [9:0]  spriteAddrX,         
output logic [9:0]  spriteAddrY         
              );
  parameter [9:0] score_X_start = 10'd208;    
  parameter [9:0] score_Y_start = 10'd116;    
  parameter [9:0] score_width = 10'd7;
  parameter [9:0] score_height = 10'd9;
  logic [9:0] score_X_pos, score_Y_pos;
  logic frame_clk_delayed, frame_clk_rising_edge;
  always_ff @ (posedge Clk) begin
    frame_clk_delayed <= frame_clk;
    frame_clk_rising_edge <= (frame_clk == 1'b1) && (frame_clk_delayed == 1'b0);
  end
  always_ff @ (posedge Clk) begin
    if (Reset) begin
      score_Y_pos <= 107;
      unique case (place)
        4'd0:
          begin
            score_X_pos <= 348;
          end
        4'd1:
          begin
            score_X_pos <= 341;
          end
        4'd2:
          begin
            score_X_pos <= 334;
          end
        4'd3:
          begin
            score_X_pos <= 327;
          end
        4'd4:
          begin
            score_X_pos <= 320;
          end
        default:
          begin
            score_X_pos <= 40;
          end
      endcase
    end
  end
always_comb begin
  is_score = 0;
  spriteAddrX = 1'b0;
  spriteAddrY = 1'b0;
  if (DrawX >= score_X_pos && DrawX < score_X_pos + score_width)
    begin
    if (DrawY >= score_Y_pos && DrawY < score_Y_pos + score_height)
      begin
		  is_score = 1;
        spriteAddrX = DrawX - score_X_pos;
        spriteAddrY = DrawY - score_Y_pos;
      end
    end
end
endmodule
$ cat constraint.sdc
current_design score

set clk_period 3.7
set clk_io_pct 0.2

create_clock -name clk0 -period $clk_period [get_ports {Clk}]

set non_clock_inputs [all_inputs -no_clocks]
set_input_delay [expr $clk_period * $clk_io_pct] -clock clk0 $non_clock_inputs
set_output_delay [expr $clk_period * $clk_io_pct] -clock clk0 [all_outputs]
$ cat config.mk
export PLATFORM = sky130hd
export DESIGN_NAME = score
export DESIGN_NICKNAME = score
export VERILOG_FILES = /design/flow/design.v
export SDC_FILE = /design/flow/constraint.sdc
export NUM_CORES = 4
export LEC_CHECK = 1
export CORE_AREA = 10 10 74 74
export DIE_AREA = 0 0 84 84
$ cat run.sh
#!/bin/bash
# OpenROAD 26Q1-2900-gdf79404cd8, Yosys 0.63+post, stock flow scripts
make -C /OpenROAD-flow-scripts/flow DESIGN_CONFIG=/design/flow/config.mk WORK_HOME=/design/flow/orfs finish
==> Changelog: implementation <==
## Flow update

- Overflow after GRT: 0
- Die span in y: between 80 and 90 um
- Synth Warn #: 1
- H-Tree Depth: 1
- XOR Share, Synth: 0.09945
- Avg WL per Cell: 11.33 um
- Row count: 23
- Final period util: 0.9714
- Chip Area, Yosys: roughly 1100 um2
- Top cell area share: 0.1967
- Area of the core: 3971 um2
- Via density: approximately 4.6
- # DRC: 0
- Post-layout util: 0.5104
- Non-filler instance count after layout: 268
- WL final: 3.036 mm
- 1st-iter DRT viols: 28
- Yosys top cell by area: ha_1
- Top Registers: score_X_pos x7
- Crit end category: output pin
- Aoi share: 0.2011
- Max cap viols: 0
- Pins Over Slew Limit: 0
- Setup CP Type: in2out
- Count of library flops with an enable pin: 7
- FA/HA/MAJ Cells, Area Fraction: 0.2142
- Place WS: -0.2533 ns
- Vias in the first global route: 1238
- Most common logic cells in the final layout: 33 x clkdlybuf4s50_1, 26 x buf_4, 13 x ha_1, 12 x inv_1, 11 x nor2_1
- Worst-path clk slew: 0.04 ns
- Tool warnings: 27
- Final Power: 438.0 uW
- Hold path cells: 2
- Top cells by area: ha_1 20%, edfxtp_1 18%, xnor2_1 7.7%
- Clock sinks: 7
- Yosys simple share: 0.2131
- Yosys cell types: 35
- IO Pins: 48
- Max reg flops: 7
- Final setup vio count: 0
- Synth Register Bits: 7
- DP Cell Count: 258
- CP Data Arrival Time: between 2 and 3 ns
- Startpoint Class: input pin
- Fin crit period: 3.594 ns
- Hpwl dp: 2.625 mm
- Ys cells: 143
- Final worst slack: 0.1059 ns
- Cells after synthesis: 143
- First-pass GRT wire length: 5.237 mm
- Worst vdd rail ir drop: 0.2133 mV
- CTS tree: yes
- Die Size: 7056 um2
- Iteration tally of the first detailed-router pass: 4
- Comb area leader: adder cells
- MUX area fraction: 0
- Worst EP required: 2.96 ns
- Number of routed nets with antenna violations: 0
- Proportion of layout cells with a drive suffix above 1: 0.2982
- DIE WIDTH: 84 um
- Fp util: 0.2883
- GRT Resource Usage Total: 0.08391
- Synthesized area per cell: 8.006 um2
- Fmax: 0.2782 GHz
- HP Start: place[2]
- Top reg by flops: score_X_pos
- Area delta synth->final: 77.05%
- Via count: ~1200
- Worst hold path type: in2reg
- Pleak: 0.0008704 uW
- Critical path fanouts, max: 6
- Netlist Area Pre-Place: 1145 um2
- CTS root buf: clkbuf_8
- Final Hold Viols: 0
- Ys async rst share: 0
- Setup TNS Final: 0 ns
- Most instantiated logic cell after routing: clkdlybuf4s50_1
- I/O Buffers: 43
- PD cells: 216.1 nW/um2
- Final Wtd Congestion: 0.8357
- Predominant post-synthesis flop cell: edfxtp_1
- Worst Hold Path EP: score_X_pos[4]$_DFFE_PP_
- Initial antenna violation count: 0
- Largest net degree at the start of global routing: 8
- Run status: finished, final reports clean
- Clock Tree Buf Depth: 2
- CTS Hold Bufs: 0
- Sequential share of the synthesized area: 0.1836
- Num CTS Buffers: 3
- Diode count: 0
## timing repair
action | 4_1_cts | 5_1_grt
setup buffers | 2 | 4
setup endpoints to repair | 18 | 15
endpoints found under the hold margin | 0 | 0
gates cloned | 0 | 0
gates resized | 22 | 25
pin swaps | 13 | 6
## layout make-up
type	count	area (um2)
sequential	7	210.2
multi-input combinational	117	983.4
timing repair buffer	73	661.9
fill	349	1944
clock buffer	4	45.04
inverter	17	63.81
tap	50	62.56
## synthesized netlist by cell type, types with 3 or more instances
cell	n
ha_1	18
nor2_1	17
inv_1	16
a21oi_1	12
xnor2_1	10
nand2_1	9
edfxtp_1	7
o21ai_0	6
nor2b_1	5
nand3_1	4
nor3_1	4
buf_4	3
o21bai_1	3
xor2_1	3
## power by group
group | internal [uW] | switching (uW)
clock network | 74.2 | 28.9
logic | 128 | 108
registers | 95.0 | 3.56
## worst max-delay path: stages
cell             delay [ns]
clkdlybuf4s50_1        0.44
ha_1                   0.32
and4_1                 0.16
o2111ai_2              0.09
and4_4                 0.25
o211ai_4               0.12
buf_6                  0.15
nor2_1                 0.10
clkdlybuf4s50_1        0.47
## how the worst max path moves through the flow
stage	startpoint	endpoint	cells past startpoint
6_report	DrawX[4]	spriteAddrY[7]	9
4_1_cts	score_X_pos[0]$_DFFE_PP_	spriteAddrY[2]	13
5_1_grt	score_X_pos[0]$_DFFE_PP_	spriteAddrY[7]	13
## cell families (layout without fill, tap and decap cells)
| logic type | count (synthesis) | after routing |
|---|---|---|
| AND/OR/NAND/NOR | 49 | 49 |
| AND-OR/OR-AND | 33 | 33 |
| buffers and inverters | 21 | 94 |
| adder cells (fa/ha/maj) | 19 | 19 |
| XOR/XNOR | 13 | 13 |
| flip-flops | 7 | 7 |
| other | 1 | 3 |
## per-stage QoR
stage	hold slack (ns)	area (um2)
floorplan	0.8525	1152
global placement	1.445	1792
detailed placement	1.462	1792
CTS	1.240	1902
global route	1.255	2027
finish	1.239	2027
## per-layer routing
| metal | global-route usage | wire [um] |
|---|---|---|
| met3 | 0.01673 | 157 |
| met2 | 0.1463 | 1449 |
| met5 | 0 | 0 |
| met1 | 0.1068 | 1404 |
| met4 | 0.009132 | 25 |
Power figures rest on the tool's default switching activity, not on a simulated workload.
